--- flow/design.v ---
package riscv_pkg;
    typedef enum logic [2:0] {
        ALU_ADD  = 3'b000,
        ALU_SUB  = 3'b001,
        ALU_AND  = 3'b010,
        ALU_OR   = 3'b011,
        ALU_SLT  = 3'b101
    } alu_op_t;
    typedef enum logic [1:0] {
        IMM_I = 2'b00,   
        IMM_S = 2'b01,   
        IMM_B = 2'b10,   
        IMM_J = 2'b11    
    } imm_type_t;
    typedef enum logic [1:0] {
        RES_ALU  = 2'b00,   
        RES_MEM  = 2'b01,   
        RES_PC4  = 2'b10    
    } result_src_t;
endpackage
module ram #(parameter N = 6, M = 32)
            (input  logic         clk,
             input  logic         we,
        	  input  logic [N-1:0] adr,
	     	  input  logic [M-1:0] din,
	 	  output logic [M-1:0] dout);
  logic [M-1:0] mem[2**N-1:0];
  always_ff @(posedge clk)
    if (we) mem[adr] <= din;
  assign dout = mem[adr];
endmodule
--- flow/run.sh ---
#!/bin/bash
# OpenROAD 26Q1-2900-gdf79404cd8, Yosys 0.63+post, stock flow scripts
make -C /OpenROAD-flow-scripts/flow DESIGN_CONFIG=/design/flow/config.mk WORK_HOME=/design/flow/orfs finish
--- flow/config.mk ---
export PLATFORM = sky130hd
export DESIGN_NAME = ram
export DESIGN_NICKNAME = ram
export VERILOG_FILES = /design/flow/design.v
export SDC_FILE = /design/flow/constraint.sdc
export NUM_CORES = 4
export LEC_CHECK = 1
export CORE_UTILIZATION = 50
--- flow/constraint.sdc ---
current_design ram

set clk_period 40.2
set clk_io_pct 0.2

create_clock -name clk0 -period $clk_period [get_ports {clk}]

set non_clock_inputs [all_inputs -no_clocks]
set_input_delay [expr $clk_period * $clk_io_pct] -clock clk0 $non_clock_inputs
set_output_delay [expr $clk_period * $clk_io_pct] -clock clk0 [all_outputs]
==> run summary <==
Critical Path Start Type - input port
Combinational share of power - 0.057
Resized cells post-CTS - 0
Clock sinks - 2048
Cell mode on critical path - buf_4
ANT nets after route - 0
Synth Area per Inst - 18.6 µm²
Setup WS pre-CTS - 18.55 ns
Int Power - 3.43 mW
Worst path top cell family by delay - buffers and inverters
Slew @ Worst Pin - 1.07 ns
Share of cells above drive strength 1 - 0.178
Peak supply drop - 49.0 µV
Top cell excl fill/tap - edfxtp_1
Peak Freq - 45.8 MHz
Cells after Synth - 4207
Sw Ratio - 0.219
Power Dens Cells - 49.7 nW/µm²
Seq pwr share - 0.540
Hold Path Stages - 1
Status - completed
DP Wirelength - 137 mm
Top Registers - mem: 2048 flops
Vias in the first global route - 43900
DRT iter0 DRCs - 3325
Sink of the worst hold path - mem[20][9]
Die Ht - 398 µm
IO Pins - 72
Clock power frac - 0.403
Synth flops - 2048
Dominant logic cell types in the final layout - edfxtp_1, mux2i_1, clkbuf_16, a22oi_1, buf_4
Chip area in the Yosys report - 78300 µm²
Tightest Hold Check Type - input port to flip-flop
Worst path cell trace - buf_8 > buf_4 > buf_4 > buf_4 > buf_4 > mux2_2 > a221oi_1 > o22ai_1 > a21oi_1 > nand3_1 > clkdlybuf4s50_1
Leak Pwr - 28.2 nW
Unrepaired setup endpoints after global routing - no
Final global-route overflow total - 0
First-pass GRT wire length - 326 mm
CP Max Fanout - 46
Post-CTS Setup Inserts - 0
Hold slack - 7.54 ns
Top_reg_cell synth - edfxtp_1
Largest net degree at the start of global routing - 77
Worst path max stage delay - 0.72 ns
Max-Slew Margin vs Limit - 0.281
Async S/R FF share, synth - 0
Initial antenna violation count - 14
Cycle use final - 0.543
DRC viols - 0
H-tree level count - 4
Hold wc startpoint - din[9]
Final WL - 230 mm
CTS tree - built
Pre-antenna DRT Iters - 5
Critical Path AT - 13.78 ns
Die Area - 158000 µm²
Worst setup margin - 18.38 ns
Fill cell count - 11300
WP buf/inv - 6
Largest register FFs - 2048
Via count - 42600
I/O Buffers - 71
Gpl congestion - 0.987
Crit. End Element - primary output
Psw - 960 µW
Worst path slowest cell - a21oi_1
Total power - 4.39 mW
Synth cell types - 55
Setup_tns - 0 ns
Routed WL per cell - 35.0 µm
Maxcap violations - 0
CP Data Required Time - 32.16 ns
Tool Warnings - 26
Endpoints failing hold - 0
Init Core Util - 0.506
Rows - 144
Clock Root Buffer - clkbuf_16
WS Path Type - input port to primary output
Final core utilization - 0.570
Cells in synth_stat.txt - 4207
Number of enable flip-flop cells - 2048
Clock slew seen by the registers of the worst setup and hold paths - 0.05 ns
CTS Buf Count - 201
Pins Over Slew Limit - 0
Area of the core - 155000 µm²
Mapped cell area - 78300 µm²
GRT Resource Usage Total - 0.331
Post-layout min period - 21.82 ns
Reg with most FFs - mem
Seq share, synth - 0.786
Die width - 398 µm
Final setup vio count - 0
Area Growth Syn to Fin - 12.7%
CTS Buffer Depth - 3
Cts hold-fix bufs - 0
Yosys warnings - 1
Vias per cell - 6.47
power groups by stage:
| stage | combinational, mW | clock (mW) | sequential [mW] |
|---|---|---|---|
| after CTS | 0.249 | 1.79 | 2.37 |
| after global routing | 0.267 | 1.88 | 2.37 |
| final | 0.252 | 1.77 | 2.37 |
through the flow:
| stage | cells | instance area (µm²) |
|---|---|---|
| after floorplan | 4207 | 78300 |
| after global placement | 6207 | 82100 |
| after detailed placement | 6208 | 82100 |
| after CTS | 6571 | 88200 |
| after global routing | 6577 | 88200 |
| final | 6583 | 88200 |
Yosys cell counts, drive strengths merged, types with 43 or more instances:
cell,count,area (µm²)
a21oi,121,606
nand3,54,270
a22oi,188,1410
o22ai,93,582
mux4,96,2160
clkbuf,169,638
buf,129,682
a22o,66,578
and3,85,532
edfxtp,2048,61500
mux2,147,1660
nor2,145,544
a31oi,43,269
a221oi,175,1530
o22a,70,613
mux2i,259,2590
o21ai,85,425
worst max-delay path by stage:
stage                 depth (start not counted)  slack [ns]  endpoint  startpoint
after CTS                                    11       18.57  dout[21]      adr[1]
after global routing                         11       18.23  dout[28]      adr[2]
final                                        11       18.38  dout[28]      adr[2]
routing by layer:
metal | global-route usage | vias up | wire length (µm)
li1 | - | 17900 | -
met1 | 0.447 | 21400 | 76200
met2 | 0.432 | 2861 | 100000
met3 | 0.281 | 372 | 46200
met4 | 0.0690 | 43 | 6420
met5 | 0.0738 | - | 1260
area by class of cell:
class | instances | area (µm²) | area share
Multi-Input combinational cell | 1859 | 16000 | 0.182
Clock buffer | 254 | 5270 | 0.0597
Tap cell | 2044 | 2560 | 0.0290
Timing Repair Buffer | 255 | 1940 | 0.0220
Inverter | 2 | 15.0 | 0.000170
Antenna cell | 12 | 30.0 | 0.000340
Clock inverter | 109 | 867 | 0.00983
Sequential cell | 2048 | 61500 | 0.697
cells by family (layout without fill, tap and decap cells):
group,after synthesis,count (layout),synth area share
other,0,12,0
muxes,502,502,0.0819
and+or+nand+nor,424,424,0.0283
buffers and inverters,300,620,0.0170
DFF,2048,2048,0.786
AOI/OAI and AO/OA,933,933,0.0873
Power is estimated from default activity; no workload was simulated.
